$ cat flow/design.v
package common_pkg;
    function automatic integer clogb2_f( input [31:0] value );
       integer i;
       begin
          clogb2_f = 32;
          for (i=31; i>0; i=i-1) begin
              if (2**i >= value) begin
                  clogb2_f = i;
             end
          end
       end
    endfunction
endpackage
module fifo_single_clock import common_pkg::*; #(
    parameter DEPTH = 32,
    parameter DW   = 32 ,
    parameter SHOW_AHEAD = "OFF"   
) (
    input clk_i   ,
    input srst_i   ,
    input valid_i ,
    input [DW - 1:0] data_i ,
    output valid_o ,
    output logic [DW - 1:0] data_o ,
    input  req_i ,
    output logic overflow_o ,
    output logic underflow_o ,
    output logic full_o ,
    output logic empty_o ,
    output [clogb2_f(DEPTH) - 1: 0] count_o
);
    logic [clogb2_f(DEPTH) - 1: 0] addr_wr ;
    logic [clogb2_f(DEPTH) - 1: 0] addr_rd ;
    logic [clogb2_f(DEPTH) - 1: 0] count ;
    logic empty,full,overflow,underflow ;
    logic [DW-1:0] mem [DEPTH];
    logic valid ;
    always_ff @(posedge clk_i) begin : proc_addr_wr
        if ( srst_i ) begin
            addr_wr <= '0 ;
        end else if ( valid_i ) begin
            addr_wr <= addr_wr + 1'b1 ;
        end
    end
    always_ff @(posedge clk_i) begin : proc_addr_rd
        if ( srst_i ) begin
            addr_rd <= '0 ;
        end else if ( req_i ) begin
            addr_rd <= addr_rd + 1'b1 ;
        end
    end
    always_ff @(posedge clk_i) begin : proc_mem
        if( valid_i ) begin
            mem[addr_wr] <= data_i ;
        end
    end
    generate
        if( SHOW_AHEAD == "ON") begin
            assign data_o = mem[addr_rd];
            assign valid  = req_i && !empty ;
        end else if ( SHOW_AHEAD == "OFF" ) begin
            always_ff @( posedge clk_i ) begin
                if ( srst_i ) begin
                    data_o <= '0;
                end else if ( req_i ) begin
                    data_o <= mem[addr_rd];
                end
            end
            always_ff @( posedge clk_i ) begin : proc_
                if( srst_i ) begin
                   valid <= 1'b0;
                end else begin
                   valid <= req_i && !empty && !underflow && !overflow;
                end
            end
        end
    endgenerate
    always_ff @( posedge clk_i ) begin : proc_full
        if( srst_i ) begin
            full <= 0;
        end else begin
            if( full ) begin
                if ( req_i ) begin
                    full <= ( valid_i ) ? ( 1'b1 ) : ( 1'b0 ) ;
                end
            end else begin
                if ( valid_i ) begin
                    full <= ( req_i ) ? ( 1'b0 ) : ( addr_rd == ( addr_wr + 2'd2 ) ) ;
                end
            end
        end
    end
    always_ff @( posedge clk_i ) begin : proc_empty
        if ( srst_i ) begin
            empty <= 0;
        end else begin
            unique if ( !valid_i && !req_i ) begin
                empty <= ( addr_wr - addr_rd ) == '0 ;
            end else if ( valid_i && !req_i ) begin
                empty <= 1'b0 ;
            end else if ( !valid_i && req_i ) begin
                empty <= ( addr_wr - ( addr_rd + 1'b1 ) ) == '0 ;
            end else if ( valid_i && req_i ) begin
                empty <= ( addr_wr - addr_rd ) == '0 ;
            end
        end
    end
    always_ff @( posedge clk_i ) begin
        if( srst_i ) begin
            overflow <= 1'b0;
        end if ( valid_i && full && !overflow )begin
            unique if( req_i ) begin
                overflow <= 1'b0;
            end else if( !req_i ) begin
                overflow <= 1'b1;
            end
        end
    end
    always_ff @(posedge clk_i) begin : proc_underflow
        if( srst_i ) begin
            underflow <= 1'b0;
        end else if ( req_i && empty && !underflow ) begin
            underflow <= 1'b1 ;
        end
    end
    always_ff @( posedge clk_i ) begin : proc_count
        if ( srst_i ) begin
            count <= '0;
        end else begin
            unique if ( !valid_i && !req_i ) begin
                count <= addr_wr - addr_rd ;
            end else if ( valid_i && !req_i ) begin
                count <= addr_wr - addr_rd + 1'b1 ;
            end else if ( !valid_i && req_i ) begin
                count <= addr_wr - addr_rd - 1'b1 ;
            end else if ( valid_i && req_i ) begin
                count <= addr_wr - addr_rd  ;
            end
        end
    end
    assign empty_o = empty ;
    assign overflow_o = overflow ;
    assign count_o = count ;
    assign underflow_o = underflow ;
    assign full_o = full ;
    assign valid_o = valid ;
endmodule
$ cat flow/run.sh
#!/bin/bash
# OpenROAD 26Q1-2900-gdf79404cd8, Yosys 0.63+post, stock flow scripts
make -C /OpenROAD-flow-scripts/flow DESIGN_CONFIG=/design/flow/config.mk WORK_HOME=/design/flow/orfs finish
$ cat flow/config.mk
export PLATFORM = sky130hd
export DESIGN_NAME = fifo_single_clock
export DESIGN_NICKNAME = fifo_single_clock
export VERILOG_FILES = /design/flow/design.v
export SDC_FILE = /design/flow/constraint.sdc
export NUM_CORES = 4
export LEC_CHECK = 1
export CORE_UTILIZATION = 50
export SYNTH_HDL_FRONTEND = slang
$ cat flow/constraint.sdc
current_design fifo_single_clock

set clk_period 21.4
set clk_io_pct 0.2

create_clock -name clk0 -period $clk_period [get_ports {clk_i}]

set non_clock_inputs [all_inputs -no_clocks]
set_input_delay [expr $clk_period * $clk_io_pct] -clock clk0 $non_clock_inputs
set_output_delay [expr $clk_period * $clk_io_pct] -clock clk0 [all_outputs]
==> deck_impl_summary.md <==
Implementation Results

Timing
  • Slew Viols, Final: 0
  • Setup TNS: 0 ns
  • Worst-margin pin slew: 0.913 ns
  • Max Clock Skew: 0.0269 ns
  • Setup-failing EPs final: 0
  • Final hold violation count: 0
  • Worst Hold Slack: 0.521 ns
  • F_max: 164 MHz
  • Tcrit/Tclk final: 28.5%
  • RSZ-0062 raised after global routing: false
  • Min cycle time layout: 6.10 ns
  • Max-slew headroom: 38.9%

Worst setup path
  • Critical-path top delay cell: dfxtp_1
  • Setup crit end kind: output pin
  • CP Cell Sequence: clkdlybuf4s50_1
  • Crit path DAT: 1.82 ns
  • Critical path's top delay family: flip-flops
  • Crit start category: register
  • CP required: 17.12 ns
  • Buf/Inv on CP: 1
  • CP max stage delay: 0.59 ns
  • Kind of critical path: reg -> out
  • Crit path max fanout: 3

Layout
  • Fillers: 5905
  • Final Util: 57.9%
  • Fraction of layout cells with a size suffix above 1: 17.5%
  • P&R area growth vs syn: 13.9%

GRT
  • Global-route wire length before repair: 150000 um
  • Vias in the first global route: 22.6k
  • Largest net degree at the start of global routing: 70
  • Initial antenna violation count: 2
  • GRT Residual Overflow: 0
  • Overall global routing resource usage: 27.2%

Synth
  • Post-Syn Instances: 2315
  • Synth Area per Inst: 18.1 um^2
  • Share of the synthesized area in the top cell type: 73.3%
  • Seq cells post-synth: 1076
  • Yosys Instances: 2315
  • Leading cell type by number of instances after synthesis: edfxtp_1
  • Cell taking the most area after synthesis: edfxtp_1
  • Synth Seq Share: 75.8%
  • Post-synth EDFFs: 1025
  • Top cells, area: edfxtp_1 73%, mux4_2 6.9%, mux2i_1 6.2%
  • Commonest cells post-synth: 1025 x edfxtp_1, 260 x mux2i_1, 160 x o22ai_1
  • Syn. warnings: 0
  • Share of flip-flops with an asynchronous set or reset: 0%
  • Synthesized area: 42000 um^2
  • Unique masters post-synth: 39
  • Main flop type: edfxtp_1
  • Yosys stat area: 42000 um^2

Power and ir drop
  • Switching share of power: 21.7%
  • Maximum vdd drop: 0.0000725 V
  • Overall Power: 4.53 mW
  • Pwr dens: 94.9 nW/um^2
  • Clock share of power: 41.5%
  • Int Pwr: 3.55 mW
  • Pleak: 15.2 nW
  • Reg power frac: 51.7%
  • Net Sw Power: 0.985 mW
  • Gate power share: 6.9%

CTS
  • Post-CTS Setup Bufs: 0
  • CTS H-tree depth: 3
  • Clk root buf: clkbuf_16
  • Clk ins delay skew pair: 0.67 ns
  • Clock tree buffer depth: 3
  • CTS tree: built
  • Post-cts resize count: 0
  • Clock Pin Slew Worst Setup and Hold Paths: 0.06 ns
  • Total CTS buffers: 107
  • Sinks on Clock Net: 1076
  • CTS Hold Buffers Added: 0

Die
  • Core area: 82600 um^2
  • Die Y: 292 um
  • Die X: 292 um
  • Row count: 105
  • FP Core Util: 50.8%
  • Die area: 85100 um^2
  • IO Count: 78

Route
  • Vias per cell: 5.94
  • DRT antenna net count: 0
  • Antenna cell count: 0
  • DR WL/cell: 28.0 um
  • Detailed Route WL: 101000 um
  • Via count: 21.5k
  • Number of DRC markers in iteration 0: 1452
  • Drt first pass iters: 5
  • Residual DRC: 0

Flow run
  • OpenROAD warning count: 31
  • Max_cap viols: 0

Placement
  • IO buf count: 77
  • RePlAce Congestion: 0.879
  • Hpwl dp: 60000 um

Outcome
  • Status: completed

Worst hold path
  • Hold Crit Class: reg -> reg
==> layout by cell type (no fill, tap or decap), types with 8 or more instances in the layout <==
master / synthesis / routed
clkinv_2: 0 / 30
edfxtp_1: 1025 / 1025
inv_1: 14 / 13
bufinv_16: 0 / 13
clkbuf_1: 32 / 14
o21ai_1: 19 / 19
a21oi_1: 36 / 36
clkdlybuf4s50_1: 0 / 70
o21ai_0: 47 / 47
nor3_2: 0 / 12
nand2_1: 82 / 77
nor2_4: 0 / 19
mux2i_1: 260 / 260
ha_1: 15 / 15
xnor2_1: 18 / 18
mux4_2: 128 / 128
nor2_1: 133 / 114
buf_4: 37 / 93
xor2_1: 8 / 8
nand2b_1: 38 / 37
nand3_1: 39 / 39
nor3_1: 46 / 34
dfxtp_1: 51 / 48
o22ai_1: 160 / 160
clkinv_1: 0 / 14
o31ai_1: 32 / 32
clkbuf_16: 0 / 109
==> power groups by stage <==
stage	Combinational [mW]	Clock [mW]	Sequential, mW
CTS	0.316	1.91	2.35
global route	0.337	1.99	2.35
finish	0.311	1.88	2.34
==> per-stage QoR <==
stage          instance area [um^2]  instances  setup WS, ns
2_1_floorplan                 42000       2315         13.07
4_1_cts                       47800       3620         15.25
5_1_grt                       47800       3620         15.22
3_3_place_gp                  44200       3422         14.74
3_5_place_dp                  44200       3422         14.68
6_report                      47800       3620         15.30
==> state kept, by name, indices dropped and copies added, names as in the netlist <==
signal / cells
addr_rd: 5
valid_o: 1
overflow_o: 1
count_o: 5
mem: 1024
underflow_o: 1
full_o: 1
empty_o: 1
data_o: 32
addr_wr: 5
==> worst paths after layout <==
kind,startpoint,to,slack [ns],cells past startpoint
setup / recovery,data_o[18],data_o[18],15.30,1
hold / removal,full_o,full_o,0.52,2
setup reg to reg,addr_rd[0],data_o[30],16.72,8
hold reg to reg,full_o,full_o,0.52,2
==> cell type report <==
type | instances | area, um^2 | share of cell area (%)
multi-input combinational | 1090 | 9580 | 20.0
sequential | 1076 | 31800 | 66.5
tap | 1070 | 1340 | 2.80
clock buffer | 128 | 2850 | 5.96
clock inverter | 70 | 711 | 1.49
inverter | 15 | 56.3 | 0.118
timing repair buffer | 171 | 1450 | 3.04
==> logic make-up (layout without fill, tap and decap cells) <==
family	Yosys count	in the layout	share of synthesized area, %
XOR/XNOR	26	26	0.543
AND-OR/OR-AND	301	301	4.30
buffers and inverters	149	384	1.94
multiplexers	389	389	13.1
adder cells (fa/ha/maj)	19	19	0.590
flip-flops	1076	1076	75.8
AND/OR/NAND/NOR	355	355	3.76
==> per-layer routing <==
layer | GRT usage, % | wire length [um] | part of all wire [%] | vias up
met2 | 39.3 | 48500 | 48 | 1028
met3 | 15.5 | 13500 | 13 | 148
li1 | - | - | - | 9553
met1 | 39.7 | 36000 | 35 | 10775
met5 | 0 | 21 | 0.021 | -
met4 | 6.77 | 3290 | 3.2 | 4
Power is estimated from default activity; no workload was simulated.
