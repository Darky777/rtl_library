==> ./design.v <==
module av_univ_regs #(
    parameter                            DW            = 32                    ,
    parameter                            AW            = 16                    ,
    parameter                            REGS_NUM      = 2                     ,
    parameter bit [REGS_NUM-1:0][DW-1:0] REGS_INIT     = '{default:'0}         ,
    parameter                            BYTES_IN_WORD = DW/8                  ,
    parameter                            BYTES_NUM     = REGS_NUM*BYTES_IN_WORD
) (
    input                               clk_i          ,  
    input                               reset_n_i      ,
    input        [      AW-1:0]         avms_address   ,
    input        [    DW/8-1:0]         avms_byteenable,
    input                               avms_read      ,
    output logic [      DW-1:0]         avms_readdata  ,
    input                               avms_write     ,
    input        [      DW-1:0]         avms_writedata ,
    output logic [REGS_NUM-1:0]         word_valid_wr_o,
    output logic [REGS_NUM-1:0][DW-1:0] mst_word_o     ,
    input  logic [REGS_NUM-1:0][DW-1:0] slv_word_i     ,
    output logic [REGS_NUM-1:0]         word_valid_rd_o
);
    typedef struct packed {
        logic [REGS_NUM-1:0][DW-1:0] regs;
    } regs_words_t;
    typedef logic [7:0] byte_t;
    typedef struct packed {
        byte_t byte_reg;
    } regs_bytes_t;
    regs_bytes_t [BYTES_NUM-1:0] mst_regs_av,slv_regs_av;
    logic [BYTES_NUM-1:0] byte_valid_wr,byte_valid_rd;
    logic [BYTES_IN_WORD-1:0][7:0]avms_writedata_bytes;
    always_comb begin
        for (int unsigned ind_bytes = 0; ind_bytes < BYTES_NUM; ind_bytes++) begin
            byte_valid_wr[ind_bytes] = avms_byteenable[ind_bytes%(BYTES_IN_WORD)] &&
                                    avms_address == (ind_bytes/(BYTES_IN_WORD)) && avms_write ;
        end
    end
    assign avms_writedata_bytes = avms_writedata;
    always_ff @(posedge clk_i or negedge reset_n_i) begin : proc_mst_regs_av
        if(~reset_n_i) begin
            mst_regs_av        <= REGS_INIT;
            word_valid_rd_o    <= '0;
            word_valid_wr_o    <= '0;
        end else begin
            for (int unsigned ind_bytes = 0; ind_bytes < BYTES_NUM; ind_bytes++) begin
                if( byte_valid_wr[ind_bytes] ) begin
                    mst_regs_av[ind_bytes].byte_reg <= avms_writedata_bytes[ind_bytes%(BYTES_IN_WORD)];
                end
            end
            for (int unsigned ind_word = 0; ind_word < REGS_NUM; ind_word++) begin
                if( avms_write && (|avms_byteenable) && avms_address == ind_word) begin
                    word_valid_wr_o[ind_word] <= 1'b1;
                end else begin
                    word_valid_wr_o[ind_word] <= 1'b0;
                end
                if( avms_read && (|avms_byteenable) && avms_address == ind_word) begin
                    word_valid_rd_o[ind_word] <= 1'b1;
                end else begin
                    word_valid_rd_o[ind_word] <= 1'b0;
                end
            end
        end
    end
    always_ff @(posedge clk_i) begin
        for (int ind_bytes = 0; ind_bytes < BYTES_IN_WORD; ind_bytes++) begin
            if(avms_byteenable[ind_bytes]) begin
                avms_readdata[ind_bytes*8+:8] <= slv_word_i[avms_address][ind_bytes*8 +: 8];
            end
        end
    end
    assign mst_word_o = mst_regs_av ;
endmodule
==> ./run.sh <==
#!/bin/bash
# OpenROAD 26Q1-2900-gdf79404cd8, Yosys 0.63+post, stock flow scripts
make -C /OpenROAD-flow-scripts/flow DESIGN_CONFIG=/design/flow/config.mk WORK_HOME=/design/flow/orfs finish
==> ./config.mk <==
export PLATFORM = sky130hd
export DESIGN_NAME = av_univ_regs
export DESIGN_NICKNAME = av_univ_regs
export VERILOG_FILES = /design/flow/design.v
export SDC_FILE = /design/flow/constraint.sdc
export NUM_CORES = 4
export LEC_CHECK = 1
export CORE_UTILIZATION = 50
export SYNTH_HDL_FRONTEND = slang
==> ./constraint.sdc <==
current_design av_univ_regs

set clk_period 1.1
set clk_io_pct 0.2

create_clock -name clk0 -period $clk_period [get_ports {clk_i}]

set non_clock_inputs [all_inputs -no_clocks]
set_input_delay [expr $clk_period * $clk_io_pct] -clock clk0 $non_clock_inputs
set_output_delay [expr $clk_period * $clk_io_pct] -clock clk0 [all_outputs]
==> deck_impl_summary.md <==
Key Metrics from the Run

Clock network
  • Clock latency (worst-skew pair): 350 ps
  • CTS tree: done
  • Clk sink count: 100
  • Num CTS Buffers: 9
  • Root Buffer: clkbuf_8
  • Longest Clk Path Bufs: 2
  • Htree depth: 3
  • Clock slew at reported path FFs: 100 ps

Routing
  • Vias per Instance: 5.10
  • Post-DRT Antenna Nets: 0
  • Routed Wire Length: 12600 um
  • Vias: 3043
  • Starting DRT DRC Count: 105
  • Drt pass-1 iters: 4
  • WL per Instance: about 21 um
  • Antenna diode count: 0
  • Drc violations: 0

Finish
  • Core Util, Final: ~83%
  • Multi-input gate area: 1420 um^2
  • Register cell area after layout: 2660 um^2
  • Fillers: 450
  • Share of layout cells above drive strength 1: 57.0%
  • Post-Layout Inst Area: 6450 um^2
  • Non-filler instance count after layout: 597
  • Area grow syn2layout: 58.1%

STA
  • Clock skew: 0 ps
  • # setup viols final: ~85
  • Setup ws final: -253 ps
  • Max frequency: about 740 MHz
  • Cycle use final: 123%
  • Max Transition Viols Final: 0
  • Worst slew pin tran: 503 ps
  • Unrepaired setup endpoints after global routing: yes
  • Setup TNS: -14020 ps
  • Period minus WS final: 1350 ps
  • Hold_ws: 257 ps
  • Fin. Hold Viols: 0
  • Relative slew slack: 66.4%

Logic synthesis
  • Flip-flops with a built-in enable: 32
  • Biggest area cells: dfrtp_1 (42%), edfxtp_1 (24%), mux2_2 (22%), mux2_4 (5.9%), nand4_4 (1.6%)
  • Yosys synthesis chip area: 4080 um^2
  • Ys flops: 100
  • Synthesized area: 4080 um^2
  • Post-synth top cells: mux2_2 (80), dfrtp_1 (68), edfxtp_1 (32)
  • Post-synthesis cell type count: 19
  • Cell taking the most area after synthesis: dfrtp_1
  • Commonest flop: dfrtp_1
  • FFs w/ async S/R, synth: 68.0%
  • Mean area per synthesized cell: approximately 18 um^2
  • Cells after Synth: 226
  • Synth Seq Share: 65.3%
  • Yosys warns: 0
  • Max-area cell share: about two fifths
  • Cell total in the yosys stat output: 226
  • Most frequent cell after synthesis: mux2_2

Floorplanning
  • DIE WIDTH: 92.3 um
  • IO Pins: between 200 and 250
  • DIE AREA: 8520 um^2
  • Die height: 92.3 um
  • Core footprint: 7810 um^2
  • Site Rows: 32
  • FP Core Util: 52.2%

Place
  • Cell Area, Placed: 6510 um^2
  • DP Worst Slack: -1060 ps
  • Input/output buffers: 219
  • Number of cells after detailed placement: 559
  • Routability Congestion: 0.822
  • Placed wire-length estimate: 9230 um

Outcome
  • Violated checks: setup timing
  • Status: complete, but fails checks

Setup path
  • Startpoint type of the worst setup path: primary input
  • Crit path arrival time: 1610 ps
  • Crit path top cell by count: and4_4
  • CP Data Required Time: about 1400 ps
  • Critical path's slowest cell: and4_4
  • CP endpoint kind: flip-flop
  • Slowest cell delay on critical path: ~360 ps
  • Critical path peak fanout: 8
  • Crit path kind: primary input to flip-flop
  • Cells along the critical path: buf_2 -> nor4_2 -> and4_4 -> and4_4 -> mux2_4

Global routing
  • Number of global-route vias before repair: 3291
  • Largest net degree at the start of global routing: 43
  • Total track usage: 32.9%
  • Grt ovf: 0
  • Initial antenna violation count: 0
  • First-pass GRT wire length: 19200 um

Power and ir drop
  • Maximum vdd drop: 0.968 mV
  • Cell Pwr Density: 1140 nW/um^2
  • Final Power: 7.33 mW
  • Static Leak: approximately 3.2 nW

Flow run
  • Max cap viols: 0
  • OpenROAD warnings: 29

Hold path
  • Hold Path Class: primary input to flip-flop
[registers in the layout (all words and copies together) (netlist names)]
register,count
word_valid_rd_o,2
word_valid_wr_o,2
avms_readdata,32
mst_word_o,64
[layer usage]
metal  share of wire [%]  vias up  GRT usage [%]
met2                  49      163           50.7
li1                    -     1370              -
met4                 1.9        0           5.73
met3                  12       19           15.4
met5                   0        -              0
met1                  37     1491           46.4
[path summary, 6_finish.rpt]
kind	start	end	cells after the start	slack (ps)
min in group asynchronous	reset_n_i	mst_word_o[53]	2	360
setup reg to reg	mst_word_o[22]	mst_word_o[22]	3	80
hold reg to reg	mst_word_o[59]	mst_word_o[59]	1	510
hold / removal	avms_address[0]	word_valid_rd_o[1]	4	260
max in group asynchronous	reset_n_i	mst_word_o[4]	3	320
setup / recovery	avms_address[8]	mst_word_o[49]	5	-250
[logic make-up (layout without fill, tap and decap cells)]
family | after synthesis | after routing | share of synthesized area (%)
muxes | 96 | 96 | 28.0
AOI/OAI and AO/OA | 1 | 1 | 0.215
DFF | 100 | 100 | 65.3
buffers and inverters | 10 | 279 | 2.06
and+or+nand+nor | 19 | 19 | 4.42
[final cells by class]
| type | instances | area share [%] |
|---|---|---|
| Sequential cell | 100 | 41.3 |
| Timing Repair Buffer | 261 | 31.2 |
| Multi-Input combinational cell | 116 | 22.0 |
| Clock buffer | 10 | 2.31 |
| Tap cell | 102 | 1.98 |
| Clock inverter | 6 | 1.03 |
| Inverter | 2 | 0.116 |
[worst max-delay path, delay by kind of cell]
family | cells | cell delay (ps)
simple gates | 3 | 950
mux | 1 | 320
buf+inv | 1 | 100
[power by group]
group | internal, mW | switching, mW
logic | 0.563 | 0.303
registers | 3.97 | 0.0317
clock network | 1.20 | 1.26
[placed cells by master, fill, tap and decap left out, types with 4 or more instances in the layout]
cell type        netlist  layout
buf_2                  5     111
clkdlybuf4s50_1        0     102
mux2_2                80      79
dfrtp_1               68      68
buf_4                  0      36
edfxtp_1              32      32
mux2_4                16      17
clkbuf_8               0       9
buf_12                 2       4
[timing repair]
item / in CTS / in global routing
resized: 391 / 4
pin swaps: 10 / 3
cloned: 0 / 0
endpoints found under the setup margin: 168 / 155
hold buffers: 2 / 0
hold endpoints to repair: 11 / 0
buffers inserted: 9 / 12
No activity file was given, so power comes from the tool's default toggle rates.
