==> /design/flow/design.v <==
module irq_gen #(
    parameter STATUS_W = 32 ,
    parameter INIT_VALUE = 1'b0
    )
    (
    input clk_i ,
    input srst_i ,
    input [1:0] irq_mode_i ,
    input [15:0] length_i ,
    input [STATUS_W - 1:0] mask_i ,
    input clear_irq_i ,
    input [STATUS_W - 1:0] status_i ,
    output logic irq_o
);
    typedef enum logic [1:0] { FIXED_P = 0 ,STROBE_N = 1,FIXED_N = 2,STROBE_P = 3 } irq_mode_t;
    irq_mode_t irq_mode ;
    assign irq_mode = irq_mode_t'(irq_mode_i) ;
    logic [15:0] counter_irq ;
    always_ff @( posedge clk_i ) begin : proc_external_done_irq
        if ( srst_i ) begin
            counter_irq <= '0;
            irq_o <= INIT_VALUE;
        end if( clear_irq_i ) begin
            case ( irq_mode )
                FIXED_N : irq_o  <= 1'b1;
                FIXED_P : irq_o  <= 1'b0;
                STROBE_N : irq_o <= 1'b1;
                STROBE_P : irq_o <= 1'b0;
                default : irq_o  <= 1'b0;
            endcase
        end else begin
            case ( irq_mode )
                FIXED_N : begin
                    if( |( status_i & mask_i ) )
                        irq_o <= 1'b0;
                    else if ( clear_irq_i )
                        irq_o <= 1'b1;
                end
                FIXED_P : begin
                    if( |( status_i & mask_i )  )
                        irq_o <= 1'b1;
                    else if ( clear_irq_i )
                        irq_o <= 1'b0;
                end
                STROBE_N : begin
                    if( |( status_i & mask_i )  ) begin
                        irq_o <= 1'b0;
                        counter_irq  <= length_i;
                    end else begin
                        irq_o <= counter_irq > 0 ? 1'b0 : 1'b1;
                        if ( counter_irq > 0 ) begin
                            counter_irq <= counter_irq - 1'b1;
                        end
                    end
                end
                STROBE_P : begin
                    if( |( status_i & mask_i )  ) begin
                        irq_o <= 1'b1;
                        counter_irq  <= length_i;
                    end else begin
                        irq_o <= counter_irq > 0 ? 1'b1 : 1'b0;
                        if ( counter_irq > 0 ) begin
                            counter_irq <= counter_irq - 1'b1;
                        end
                    end
                end
                default : irq_o <= 1'b1;
            endcase
        end
    end
endmodule
==> /design/flow/run.sh <==
#!/bin/bash
# OpenROAD 26Q1-2900-gdf79404cd8, Yosys 0.63+post, stock flow scripts
make -C /OpenROAD-flow-scripts/flow DESIGN_CONFIG=/design/flow/config.mk WORK_HOME=/design/flow/orfs finish
==> /design/flow/config.mk <==
export PLATFORM = sky130hd
export DESIGN_NAME = irq_gen
export DESIGN_NICKNAME = irq_gen
export VERILOG_FILES = /design/flow/design.v
export SDC_FILE = /design/flow/constraint.sdc
export NUM_CORES = 4
export LEC_CHECK = 1
export CORE_AREA = 10 10 113 113
export DIE_AREA = 0 0 123 123
export SYNTH_HDL_FRONTEND = slang
==> /design/flow/constraint.sdc <==
current_design irq_gen

set clk_period 3.9
set clk_io_pct 0.2

create_clock -name clk0 -period $clk_period [get_ports {clk_i}]

set non_clock_inputs [all_inputs -no_clocks]
set_input_delay [expr $clk_period * $clk_io_pct] -clock clk0 $non_clock_inputs
set_output_delay [expr $clk_period * $clk_io_pct] -clock clk0 [all_outputs]
==> impl_metrics.ini <==
; synthesis and place-and-route metrics
[cells_and_area]
final_cell_area_um2 = 2360
n_fill_cell = 1116
areaGrowthSynthToFinish_pct = 79.7
drive_gt1_share_pct = 5.79

[yosys]
ys_seq_share_pct = 25.9
yosys-dominant-comb-family = AND-OR/OR-AND gates
synth_cell_types = 41
mux_area_share_pct = 1.62
xor_share_pct = 6.01
edf_count = 0
avgSynthCellArea_um2 = 7.46
ys_async_sr_fraction_pct = 0
ys_sh_simple_pct = 27.2
syn_area_um2 = 1310
ys_cells = 176
flop_cell = dfxtp_1
ys_ff = 17
synthAoiAreaFrac_pct = 29.9
ys_sh_adder_pct = 3.81
synth_warnings = 0
yosys_area_um2 = 1310
synth_cells = 176

[global_route]
gr-usage-met2_pct = 12.3
grt_pass1_wl_um = 8110
antenna_found_initial = 0
track_usage_pct = 6.78
grt_max_degree = 26
gr-usage-met3_pct = 1.39
grt-ovfl-total = 0
met1_usage_pct = 8.50
top_usage_layer = met2
grt_pass1_vias = 1515

[floorplan]
die_w_um = 123
fp.coreArea_um2 = 10300
rows = 37
initCoreUtil_pct = 12.7
die_h_um = 123
io_pins = 86
die_area_um2 = 15100

[hold_path]
hp-class = register to register

[cts]
cts_sinks = 17
clk_latency_ns = 0.25
numCtsBuffers = 3
ctsRootBufferMaster = clkbuf_8
htreeDepth = 1
cts_buffer_depth = 2
cts.clk_slew.worst_paths_ns = 0.07
post_cts_buffers = 0
cts_resized = 0
cts_tree = done
holdBufCountCts = 0

[pwr]
power_density_nw_per_um2 = 233
ir_drop_uv = 118
leakage_nw = 0.822

[placed_design]
io_buffers = 85
post_dp_cell_area_um2 = 2310
gp_congestion = 0.819
dp_slack_ns = 0.735
hpwl_um = 4440

[critical_path]
required_ns = 4.05
critPathMaxFanout = 17
worstSetupPathType = primary input to register
worstPathArrival_ns = 3.06
critPathCaptureType = register
critPathLaunchType = primary input

[job]
log.warning_count = 27
maxCapViolCount = 0

[drt]
first_iter_violations = 52
antenna_cells = 0
via_count = 1533
wl_per_cell_um = 13.3
drc = 0
drtPass1Iterations = 6
postRouteAntennaNets = 0
totalWireLength_um = 5260
vias_per_cell = 3.88

[sta]
finClkSkew_ns = 0.00179
setup_tns_ns = 0
setup_viol = 0
fin_ws_ns = 0.990
period_used_pct = 74.6
tightest_slew_ns = 0.593
rsz0062_at_grt = false
maxSlewViolCount = 0
min_period_ns = 2.91
maxSlewHeadroom_pct = 60.3
timing.fmax_mhz = 344
report.final.hold_viol_count = 0

[status]
outcome = complete, no violations
==> cell families (layout without fill, tap and decap cells) <==
group           after synthesis  in the layout
buf+inv                      18            101
fa+ha+maj                     4              4
compound gates               62             62
flops                        17             17
xor+xnor                      9              9
simple gates                 64             64
mux                           2              2
==> Yosys cell counts (all sizes together), types with 2 or more instances <==
| cell type | n | area (um2) |
|---|---|---|
| a21oi | 18 | 90.1 |
| nor2b | 2 | 12.5 |
| nor4 | 3 | 18.8 |
| nand4 | 4 | 25.0 |
| dfxtp | 17 | 340 |
| nand3 | 10 | 50.1 |
| nor3 | 14 | 70.1 |
| a31oi | 3 | 18.8 |
| or4 | 5 | 48.8 |
| o22ai | 2 | 12.5 |
| xnor2 | 7 | 61.3 |
| a22oi | 16 | 120 |
| nor2 | 13 | 56.3 |
| o21ai | 13 | 65.1 |
| inv | 10 | 37.5 |
| o31a | 3 | 27.5 |
| or2 | 2 | 15.0 |
| nand2 | 7 | 26.3 |
| xor2 | 2 | 17.5 |
| buf | 2 | 12.5 |
| ha | 4 | 50.1 |
| clkbuf | 6 | 22.5 |
==> per-layer routing <==
metal	wire (um)	vias up
li1	-	831
met1	2340	677
met2	2750	23
met3	162	2
met4	17	0
met5	0	-
==> placed cells by master (no fill, tap or decap), drive strengths merged, types with 2 or more instances in the layout <==
cell type	instances
clkdlybuf4s50	85
a21oi	18
dfxtp	17
a22oi	16
nor3	14
nor2	13
o21ai	13
inv	10
nand3	10
xnor2	7
nand2	7
or4	5
nand4	4
ha	4
clkbuf	4
nor4	3
a31oi	3
o31a	3
nor2b	2
o22ai	2
xor2	2
buf	2
or2	2
==> final timing paths <==
path | from | endpoint | slack (ns) | cells after the start
hold / removal | counter_irq[15] | counter_irq[15] | 0.50 | 2
setup / recovery | status_i[9] | counter_irq[0] | 0.99 | 6
hold reg to reg | counter_irq[15] | counter_irq[15] | 0.50 | 2
setup reg to reg | counter_irq[0] | counter_irq[14] | 1.58 | 8
==> registers in the layout, summed over array words and instances (netlist names) <==
name,cells
irq_o,1
counter_irq,16
==> where the power goes <==
part | internal, mW | leakage [nW] | total (mW) | switching, mW
combinational | 0.133 | 0.658 | 0.208 | 0.0754
clock | 0.0725 | 0.0228 | 0.133 | 0.0606
sequential | 0.190 | 0.141 | 0.208 | 0.0189
==> stage by stage <==
stage,util [%],std cells,total power [mW],hold WS [ns]
after floorplan,-,176,0.309,0.470
final,22.8,395,0.550,0.503
after detailed placement,22.4,391,0.419,0.500
after CTS,22.8,395,0.556,0.511
after global placement,22.4,391,0.418,0.488
after global routing,22.8,395,0.585,0.531
==> critical path, cell delays in order <==
cell and delay (ns):
clkdlybuf4s50_1 0.40, a22oi_1 0.19, nand4_1 0.15, or4_1 0.84
o31a_2 0.46, o32ai_1 0.24
==> cell type report <==
class / instances / area, um2 / area share, %
multi-input combinational: 141 / 900 / 38.1
tap: 136 / 170 / 7.21
inverter: 10 / 37.5 / 1.59
sequential: 17 / 340 / 14.4
timing repair buffer: 87 / 866 / 36.7
clock buffer: 4 / 45.0 / 1.91
Power and IR drop assume default switching activity.
